$ cat config.mk
export PLATFORM = sky130hd
export DESIGN_NAME = SevenSegEncoder
export DESIGN_NICKNAME = SevenSegEncoder
export VERILOG_FILES = /design/flow/design.v
export SDC_FILE = /design/flow/constraint.sdc
export NUM_CORES = 4
export LEC_CHECK = 1
export CORE_UTILIZATION = 30
$ cat constraint.sdc
current_design SevenSegEncoder

set clk_period 5.7
set clk_io_pct 0.2

create_clock -name clk0 -period $clk_period

set non_clock_inputs [all_inputs -no_clocks]
set_input_delay [expr $clk_period * $clk_io_pct] -clock clk0 $non_clock_inputs
set_output_delay [expr $clk_period * $clk_io_pct] -clock clk0 [all_outputs]
$ cat design.v
module BCD2SevenSegmentDisplayEncoder(
	input [0:3]BCD,
	output a,
	output b,
	output c,
	output d,
	output e,
	output f,
	output g
);
	assign a = ~((~BCD[1]&~BCD[2]&~BCD[3])|BCD[0]|(BCD[1]&BCD[3])|(~BCD[0]&~BCD[1]&BCD[2])|BCD[2]);
	assign b = ~((~BCD[2]&~BCD[3])|~BCD[1]|(BCD[2]&BCD[3]));
	assign c = ~(~BCD[2]|(BCD[2]&BCD[3])|BCD[1]|(BCD[0]&~BCD[1]));
	assign d = ~((~BCD[1]&~BCD[2]&~BCD[3])|(BCD[1]&!BCD[2]&BCD[3])|(~BCD[0]&~BCD[1]&BCD[2])|(BCD[2]&~BCD[3])|BCD[0]);
	assign e = ~((~BCD[1]&~BCD[2]&~BCD[3])|(BCD[2]&~BCD[3]));
	assign f = ~(BCD[0]|(~BCD[2]&~BCD[3])|(~BCD[0]&BCD[1]&~BCD[2])|(~BCD[0]&BCD[1]&~BCD[3]));
	assign g = ~(BCD[0]|(BCD[2]&~BCD[3])|(BCD[1]&~BCD[2])|(~BCD[0]&~BCD[1]&BCD[2]));
endmodule
 module BCDEncoder(
    input [7:0] BinaryIn,
    output reg [11:0] BCDOut
    );
reg [3:0] i;   
always @(BinaryIn)
  begin
		BCDOut = 0; 
		for (i = 4'd0; i < 4'd8; i = i+4'd1) begin
		 BCDOut = {BCDOut[10:0],BinaryIn[7-i]}; 
		 if(i < 7 && BCDOut[3:0] > 4) 
			  BCDOut[3:0] = BCDOut[3:0] + 4'd3;
		 if(i < 7 && BCDOut[7:4] > 4)
			  BCDOut[7:4] = BCDOut[7:4] + 4'd3;
		 if(i < 7 && BCDOut[11:8] > 4)
			  BCDOut[11:8] = BCDOut[11:8] + 4'd3;  
		end
end     
endmodule
module SevenSegEncoder(
	input [6:0] stopwatch_unit_mins,
	input [5:0] stopwatch_unit_secs,
	input [6:0] stopwatch_unit_decs,
	output [7:0] hex_10_mins,
	output [7:0] hex_1_min,
	output [7:0] hex_10_secs,
	output [7:0] hex_1_sec,
	output [7:0] hex_hundredths,
	output [7:0] hex_tenths
);
	wire [11:0] mins_BCDOut;
	wire [11:0] secs_BCDOut;
	wire [11:0] decs_BCDOut;
	BCDEncoder bcd0
	(
		{1'b0,stopwatch_unit_mins},
		mins_BCDOut
	);
	BCDEncoder bcd1
	(
		{2'b00,stopwatch_unit_secs},
		secs_BCDOut
	);
	BCDEncoder bcd2
	(
		{1'b0,stopwatch_unit_decs},
		decs_BCDOut
	);
	BCD2SevenSegmentDisplayEncoder b2ssde1(
		mins_BCDOut[3:0],
		hex_1_min[0],
		hex_1_min[1],
		hex_1_min[2],
		hex_1_min[3],
		hex_1_min[4],
		hex_1_min[5],
		hex_1_min[6]
	);
	assign hex_1_min[7] = 1'b0;
	BCD2SevenSegmentDisplayEncoder b2ssde2(
		mins_BCDOut[7:4],
		hex_10_mins[0],
		hex_10_mins[1],
		hex_10_mins[2],
		hex_10_mins[3],
		hex_10_mins[4],
		hex_10_mins[5],
		hex_10_mins[6]
	);
	assign hex_10_mins[7] = 1'b0;
	BCD2SevenSegmentDisplayEncoder b2ssde3(
		secs_BCDOut[3:0],
		hex_1_sec[0],
		hex_1_sec[1],
		hex_1_sec[2],
		hex_1_sec[3],
		hex_1_sec[4],
		hex_1_sec[5],
		hex_1_sec[6]
	);
	assign hex_1_sec[7] = 1'b0;
	BCD2SevenSegmentDisplayEncoder b2ssde4(
		secs_BCDOut[7:4],
		hex_10_secs[0],
		hex_10_secs[1],
		hex_10_secs[2],
		hex_10_secs[3],
		hex_10_secs[4],
		hex_10_secs[5],
		hex_10_secs[6]
	);
	assign hex_10_secs[7] =1'b0;
	BCD2SevenSegmentDisplayEncoder b2ssde5(
		decs_BCDOut[3:0],
		hex_tenths[0],
		hex_tenths[1],
		hex_tenths[2],
		hex_tenths[3],
		hex_tenths[4],
		hex_tenths[5],
		hex_tenths[6]
	);
	assign hex_tenths[7] = 1'b0;
	BCD2SevenSegmentDisplayEncoder b2ssde6(
		decs_BCDOut[7:4],
		hex_hundredths[0],
		hex_hundredths[1],
		hex_hundredths[2],
		hex_hundredths[3],
		hex_hundredths[4],
		hex_hundredths[5],
		hex_hundredths[6]
	);
	assign hex_hundredths[7] =1'b0;
endmodule
$ cat run.sh
#!/bin/bash
# OpenROAD 26Q1-2900-gdf79404cd8, Yosys 0.63+post, stock flow scripts
make -C /OpenROAD-flow-scripts/flow DESIGN_CONFIG=/design/flow/config.mk WORK_HOME=/design/flow/orfs finish
==> Slide: Implementation Results <==
Key Metrics from the Run

Setup path
  • Critical Path Source Type: input pin
  • Bufs and invs on worst path: 4
  • CP Max Fanout: 5
  • Worst Path Required: 4560 ps
  • CP delay by family, top: simple AND/OR/NAND/NOR gates
  • Max incr delay on CP: 450 ps
  • Setup crit end kind: output port
  • CP max stage cell: clkdlybuf4s50_1
  • Crit Path Category: in -> out
  • Arrival @ worst endpoint: 4480 ps
  • Crit-path cells: buf_2 > inv_2 > ha_4 > ha_4 > or2_1 > o311a_1 > or2_4 > nor3_4 > a21oi_2 > ha_2 > inv_4 > nand3_4 > a2111oi_4 > a211oi_4 > or3_1 > a21oi_2 > clkdlybuf4s50_1

Routing
  • Drt drc: 0
  • Via count: 3284
  • Routed Wire Length: 7723 um
  • Via density: 4.901
  • Drt pass-1 iters: 22
  • Antenna Nets Post-Route: 0
  • Diodes inserted: 0
  • 1st-iter DRT viols: 62
  • Routed WL per cell: 11.53 um

Power and ir drop
  • Pwr dens: 174.2 nW/um^2
  • P_int: 0.5087 mW
  • Sequential power share: 0%
  • Psw: 0.3595 mW
  • Leak: 2.318 nW
  • Tot Pwr: 0.8682 mW
  • Worst vdd ir: 85.41 uV
  • Clk network pwr share: 0%
  • Logic pwr share: 100.0%
  • Sw Ratio: 41.41%

Timing
  • Max Clk Rate: 178.0 MHz
  • Max-slew violations: 0
  • RSZ-0062 raised after global routing: yes
  • Final setup fails: 0
  • Min Tclk post-route: 5619 ps
  • Final tally of hold violations: 0
  • Slew HR: 50.04%
  • Cycle use final: 98.58%
  • Slew @ Worst Pin: 737.7 ps

Global routing
  • Number of global-route vias before repair: 2979
  • Initial antenna violation count: 0
  • First-pass GRT wire length: 12280 um
  • Gr ovfl total: 0
  • Total global routing track utilization: 14.60%
  • Pin count of the biggest net entering global routing: 15

Logic synthesis
  • Simple share: 26.45%
  • Synth Seq Share: 0%
  • Synth Area in XOR/XNOR: 9.347%
  • Yosys chip area: 2758 um^2
  • Cells in synth_stat.txt: 397
  • AO/OA Area Share: 27.81%
  • Top cells by area: buf_4 14%, ha_1 11%, xnor2_1 5.4%, nand2_1 4.8%, a21oi_1 4.4%
  • Yosys cell types: 80
  • Top cell area share: 13.61%
  • Synthesized area per cell: 6.946 um^2
  • Mux share: 3.993%
  • Synthesized instance count: 397
  • Synth cell count leaders: 50 x buf_4, 35 x nand2_1, 28 x inv_1, 28 x nor2_1, 25 x ha_1
  • Synthesized cell area: 2758 um^2
  • Adder Area Share: 12.07%
  • Cell type with the largest total area: buf_4
  • Synth warn: 1
  • Cell with the most instances after synthesis: buf_4
  • Synth logic family: AND-OR/OR-AND gates

Final layout
  • Layout overhead on the synthesized area: 80.76%
  • Share of layout cells above drive strength 1: 51.25%
  • Final core occ: 56.61%
  • Clk_buf instances: 0
  • # fillers: 693
  • Fin cells: 670
  • Comb area: 2883 um^2
  • Flip-flops: 0
  • Register Area: 0 um^2

Min path
  • Min-Delay Path Class: in -> out
  • Hold path cells: 6
  • Min-Delay Endpoint: hex_10_mins[2]
  • Hold Crit Start: stopwatch_unit_mins[4]

Floorplanning
  • Die area: 9580 um^2
  • Floorplan core density: 31.32%
  • Chip Width: 97.88 um
  • # IOs: 68
  • Core Rows: 34
  • Core area: 8806 um^2
  • Die H: 97.88 um

Flow run
  • Tool warnings: 49
  • MaxCap Viol Count: 0

Placement
  • Hpwl dp: 5109 um
  • Placed cell count: 609
  • Port bufs: 62
  • Routability congestion estimate: 0.8619

Outcome
  • Run status: completed
==> power groups by stage <==
stage | clock network [mW] | logic [mW] | registers (mW)
finish | 0 | 0.868 | 0
CTS | 0 | 0.768 | 0
global route | 0 | 0.951 | 0
==> per-stage QoR <==
stage	area, um^2	worst slack [ps]	hold WS [ps]	setup TNS, ps
6_report	4985	80.78	3118	0
5_1_grt	4985	-113.2	3180	-393.4
4_1_cts	4508	1.851	3255	0
3_5_place_dp	3836	-897.2	3287	-19790
3_3_place_gp	3836	-856.8	3291	-18490
2_1_floorplan	2796	14.59	2414	0
==> layer usage <==
layer	wire length, um	vias up	global-route usage, %	part of all wire (%)
met1	3550	1531	18.84	46
li1	-	1700	-	-
met5	0	-	0	0
met2	4013	51	28.76	52
met3	154	2	0.07267	2.0
met4	4	0	0	0.052
==> worst max path at each step <==
stage,startpoint,endpoint,slack (ps),cells past startpoint
finish,stopwatch_unit_mins[5],hex_10_mins[6],80,17
CTS,stopwatch_unit_decs[5],hex_tenths[0],2,20
global route,stopwatch_unit_mins[3],hex_10_mins[3],-110,16
==> layout by cell type (no fill, tap or decap), types with 6 or more instances in the layout <==
master | netlist | final
a21oi_1 | 24 | 16
a21oi_2 | 2 | 8
a31oi_1 | 7 | 6
buf_4 | 50 | 146
buf_6 | 2 | 13
clkbuf_2 | 0 | 7
clkdlybuf4s50_1 | 0 | 31
conb_1 | 1 | 6
dlymetal6s2s_1 | 0 | 15
ha_1 | 25 | 8
ha_2 | 0 | 8
ha_4 | 0 | 9
inv_1 | 28 | 17
inv_2 | 1 | 9
nand2_1 | 35 | 31
nand2b_1 | 10 | 7
nor2_1 | 28 | 25
nor3_1 | 17 | 11
o211ai_1 | 6 | 6
o21ai_0 | 17 | 12
xnor2_1 | 17 | 14
==> kinds of logic after synthesis <==
kind of cell    after synthesis
simple gates                137
buf+inv                      90
mux                           9
xor+xnor                     26
compound gates              107
other cells                   1
fa+ha+maj                    27
==> final cells by class <==
| type | count | area share, % |
|---|---|---|
| multi-input cells | 312 | 57.83 |
| repair buffers | 220 | 37.00 |
| well taps | 108 | 2.711 |
| inverters | 30 | 2.460 |
==> what timing repair did <==
| action | CTS | global route |
|---|---|---|
| buffers inserted | 41 | 23 |
| setup endpoints to repair | 31 | 38 |
| hold endpoints to repair | 0 | 0 |
| pin swaps | 42 | 42 |
| resized | 116 | 91 |
| hold buffers | 0 | 0 |
Power figures rest on the tool's default switching activity, not on a simulated workload.
