**/design/flow/config.mk**
```make
export PLATFORM = sky130hd
export DESIGN_NAME = ClockDivider50MHzTo100Hz
export DESIGN_NICKNAME = ClockDivider50MHzTo100Hz
export VERILOG_FILES = /design/flow/design.v
export SDC_FILE = /design/flow/constraint.sdc
export NUM_CORES = 4
export LEC_CHECK = 1
export CORE_AREA = 10 10 75 75
export DIE_AREA = 0 0 85 85
```
**/design/flow/constraint.sdc**
```tcl
current_design ClockDivider50MHzTo100Hz

set clk_period 1.3
set clk_io_pct 0.2

create_clock -name clk0 -period $clk_period [get_ports {CLK_50_MHz}]

set non_clock_inputs [all_inputs -no_clocks]
set_input_delay [expr $clk_period * $clk_io_pct] -clock clk0 $non_clock_inputs
set_output_delay [expr $clk_period * $clk_io_pct] -clock clk0 [all_outputs]
```
**/design/flow/design.v**
```verilog
module ClockDivider50MHzTo100Hz (
	input CLK_50_MHz,
	input reset_n,
	output reg CLK_100Hz
);
	wire [18:0] counterValue;
	wire Q;
	reg reset;
	wire toggle;
	wire toggle_a_cycle;
	FiveBitBinaryCounter fbbc0
	(
		CLK_50_MHz,
		reset,
		{counterValue[4],counterValue[3],counterValue[2],counterValue[1],counterValue[0]}
	);
	FiveBitBinaryCounter fbbc1
	(
		!counterValue[4],
		reset,
		{counterValue[9],counterValue[8],counterValue[7],counterValue[6],counterValue[5]}
	);
	FiveBitBinaryCounter fbbc2
	(
		!counterValue[9],
		reset,
		{counterValue[14],counterValue[13],counterValue[12],counterValue[11],counterValue[10]}
	);
	FourBitBinaryCounter fbbc3
	(
		!counterValue[14],
		reset,
		{counterValue[18],counterValue[17],counterValue[16],counterValue[15]}
	);
	Comparator c0
	(
		counterValue,
		19'b0111101000010001110,
		toggle
	);
	DTypeFF dtff0
	(
		CLK_50_MHz,
		toggle,
		reset_n,
		toggle_a_cycle
	);
	JKTypeFF jkff0
	(
		toggle_a_cycle,
		1'b1,
		1'b1,
		Q
	);
	always @(posedge CLK_50_MHz) begin
		reset <= !toggle & reset_n;
		CLK_100Hz <= Q;
	end
endmodule
module Comparator(
	input [18:0]A,
	input [18:0]B,
	output out
);
	wire w0;
	wire w1;
	wire w2;
	wire w3;
	wire w4;
	wire w5;
	wire w6;
	wire w7;
	wire w8;
	wire w9;
	wire w10;
	wire w11;
	wire w12;
	wire w13;
	wire w14;
	wire w15;
	wire w16;
	wire w17;
	wire w18;
	xnor(w0, A[0],B[0]);
	xnor(w1, A[1],B[1]);
	xnor(w2, A[2],B[2]);
	xnor(w3, A[3],B[3]);
	xnor(w4, A[4],B[4]);
	xnor(w5, A[5],B[5]);
	xnor(w6, A[6],B[6]);
	xnor(w7, A[7],B[7]);
	xnor(w8, A[8],B[8]);
	xnor(w9, A[9],B[9]);
	xnor(w10, A[10],B[10]);
	xnor(w11, A[11],B[11]);
	xnor(w12, A[12],B[12]);
	xnor(w13, A[13],B[13]);
	xnor(w14, A[14],B[14]);
	xnor(w15, A[15],B[15]);
	xnor(w16, A[16],B[16]);
	xnor(w17, A[17],B[17]);
	xnor(w18, A[18],B[18]);
	and(out, w0, w1, w2, w3, w4, w5, w6, w7, w8, w9, w10, w11, w12, w13, w14, w15, w16, w17, w18);	
endmodule
module DTypeFF(
	input clk,
	input D,
	input reset_n,
   output reg Q
);
	initial begin
		Q = 1'b1;
	end
	always @ (posedge clk or negedge reset_n)
	begin
		if(reset_n == 1'b0) begin
			Q <= 1'b0;
		end
		else begin
			Q <= D;
		end	
	end
endmodule
module FiveBitBinaryCounter(
	input clk,
	input reset_n,
	output [4:0]Q
);
	wire [4:0]InvQ;
	assign InvQ = ~Q;
	DTypeFF dtff0(
		clk,
		InvQ[0],
		reset_n,
		Q[0]
	);
	DTypeFF dtff1(
		InvQ[0],
		InvQ[1],
		reset_n,
		Q[1]
	);
	DTypeFF dtff2(
		InvQ[1],
		InvQ[2],
		reset_n,
		Q[2]
	);
	DTypeFF dtff3(
		InvQ[2],
		InvQ[3],
		reset_n,
		Q[3]
	);
	DTypeFF dtff4(
		InvQ[3],
		InvQ[4],
		reset_n,
		Q[4]
	);
endmodule
module FourBitBinaryCounter(
	input clk,
	input reset_n,
	output [3:0]Q
);
	wire [3:0]InvQ;
	assign InvQ = ~Q;
	DTypeFF dtff0(
		clk,
		InvQ[0],
		reset_n,
		Q[0]
	);
	DTypeFF dtff1(
		InvQ[0],
		InvQ[1],
		reset_n,
		Q[1]
	);
	DTypeFF dtff2(
		InvQ[1],
		InvQ[2],
		reset_n,
		Q[2]
	);
	DTypeFF dtff3(
		InvQ[2],
		InvQ[3],
		reset_n,
		Q[3]
	);
endmodule
module JKTypeFF(
    input clk,
    input J,
    input K,
    output reg Q
);
	initial begin
		Q = 1'b0;
	end
	always @(posedge clk) begin
		case({K,J})
			2'b00 : Q = Q;
			2'b01 : Q = 1'b1;
			2'b10 : Q = 1'b0;
			2'b11 : Q = !Q;
		endcase
	end
endmodule
```
**/design/flow/run.sh**
```bash
#!/bin/bash
# OpenROAD 26Q1-2900-gdf79404cd8, Yosys 0.63+post, stock flow scripts
make -C /OpenROAD-flow-scripts/flow DESIGN_CONFIG=/design/flow/config.mk WORK_HOME=/design/flow/orfs finish
```
==> flow_results.org <==
#+TITLE: Physical design notes

** Power
- Static leakage :: 0.487 nW
- Switching power as a fraction of the total was reported as 0.187.
- VDD IR-drop max :: 0.281 mV
- The share of total power dissipated in sequential elements is 0.302.
- Total power after layout :: between 0.4 and 0.5 mW
- For this design the ratio of total power to cell area is 503 nW/µm².
- P_sw :: 0.0783 mW
- The power report attributes to the combinational group a share of 0.041.
- The power report attributes to the clock group a share of 0.657.
- Internal Power :: 0.341 mW

** Critical path
- Kind of start point of the critical path :: flop
- The critical path maximum fanout is 1.
- Combined buffer and inverter count along the critical path :: 1
- Critical path's slowest cell :: clkdlybuf4s50_1
- In this run the critical path is formed by clkdlybuf4s50_1.
- On the worst path, the slowest cell contributes a delay of 0.46 ns.
- The worst setup path is captured at an output port.
- The OpenROAD report gives the critical path a data arrival time of roughly 0.97 ns.
- Grouping stages by cell kind, the critical path spends the most delay in buffers and inverters.
- Required time of the critical path :: 1.04 ns
- The critical path in this run is classified as reg -> out.

** Clock tree
- TritonCTS clock tree :: built
- The number of setup buffers added after CTS is 0.
- Buffers from clock root to sink, at most :: 2
- CTS built an H-tree with a depth of 1.
- Number of buffers added by the clock tree synthesis step :: 3
- As reported, the later end of the worst-skew pair has a clock insertion delay of between 0.2 and 0.25 ns.
- CTS-repair resized insts :: 0
- Looking at the worst setup and hold paths, the clock pins of their registers show a slew of approximately 0.040 ns.
- Post-cts hold-fix buffer tally :: 0
- Root Driver :: clkbuf_8

** Die
- I/O pins :: 3
- Die height :: roughly 85 µm
- Init Core Util :: 0.172
- Number of placement rows :: 23
- The die covers between 7000 and 8000 µm².
- The core region is ~4100 µm².
- The horizontal die dimension reported for this design is between 80 and 90 µm.

** Final timing
- Worst slew slack as a fraction of its limit :: 0.747
- Setup repair after global routing left no endpoint under its margin.
- Final max-slew violation count :: 0
- The final timing report lists a hold violation count of 0.
- For the final routed database, the setup TNS stands at 0 ns.
- Setup slack on the critical path of the routed design comes to about 0.074 ns.
- Post-layout period usage :: 0.943
- Counting I/O delays and the setup requirement, the final critical path takes 1.23 ns.
- Worst clock skew on the final layout :: between 0.005 and 0.006 ns
- Number of unconstrained endpoints :: 20
- The tightest hold path in the finished design has a slack of between 0.15 and 0.2 ns.
- The pin closest to its max-slew limit shows a slew of around 0.38 ns.
- For this run, the top clock speed supported by timing is around 0.82 GHz.
- Register pins left without a clock :: 19
- Final tally of setup violations :: 0

** Route
- Iteration-0 DRC count of the detailed router :: 14
- Drt pass-1 iters :: 3
- The routed design shows a wire length per standard cell of 7.39 µm.
- Number of vias in the routed layout :: roughly 340
- Total length of routed wires :: between 800 and 900 µm
- ANT nets after route :: 0
- Number of remaining DRC errors :: 0
- For this run, the script counts the antenna cells in the layout as 0.
- Vias per cell :: 3.07

** Placement
- RD Place Congestion :: between 0.7 and 0.8
- Post-Place Worst Slack :: roughly 0.20 ns
- Port bufs :: 2
- Summed over all nets, the half-perimeter wirelength after detailed placement is slightly below 700 µm.
- Placed standard-cell area :: ~800 µm²
- Once placement completed, the tool counted placed cells totaling roughly 110.

** Yosys
- Yosys stat cell total :: approximately 52
- Post-synthesis sequential area ratio :: 0.803
- Post-synthesis register bit count :: 23
- Synthesized chip area reported by yosys :: approximately 700 µm²
- Synthesized cell area :: 698 µm²
- Distinct lib cells :: 10
- Synthesis produced between 50 and 60 cells.
- Post-synthesis average cell area :: roughly 13 µm²
- Yosys printed 3 warnings.

** Status
- Result of the run :: finished, final reports clean

** Global route
- Vias in the first global route :: roughly 390
- Maximum number of pins on one net before global-route repair :: 20
- Wire length of the first global-routing pass :: about 1700 µm
- Initial antenna violation count :: 0
- Grt total ovfl :: 0
- GR Util All Layers :: 0.0260

** Layout
- The layout stage reports a final design area of between 800 and 900 µm².
- The filler cells instantiated in the layout total between 400 and 500.
- Filler-free cell count of the finished design :: between 100 and 150
- End-of-flow core utilization :: 0.205
- The most common logic cell in the final layout is inv_1.
- By instance count after routing, the leading logic cell types are inv_1 (21), dfrtn_1 (18), dfxtp_1 (3), clkbuf_8 (3).
- Relative to the synthesized area, the layout overhead comes to 19.4%.
- The layout summary lists the proportion of cells stronger than drive strength 1 as 0.0847.

** Flow run
- In this run the tools logged warnings totalling 25.
- Max-capacitance violation count :: 0

** Worst hold path
- The most critical min-delay path falls under reg -> async.
==> registers in the layout, summed over array words and instances, names as in the netlist <==
| name | cells |
|---|---|
| fbbc3.dtff2.Q | 1 |
| reset | 1 |
| fbbc0.dtff1.Q | 1 |
| fbbc2.dtff4.Q | 1 |
| fbbc3.dtff0.Q | 1 |
| fbbc1.dtff2.Q | 1 |
| fbbc2.dtff3.Q | 1 |
| jkff0.Q | 1 |
| dtff0.Q | 1 |
| fbbc1.dtff1.Q | 1 |
| fbbc2.dtff1.Q | 1 |
| fbbc0.dtff3.Q | 1 |
| fbbc1.dtff3.Q | 1 |
| fbbc2.dtff0.Q | 1 |
| fbbc0.dtff2.Q | 1 |
| fbbc0.dtff4.Q | 1 |
| fbbc1.dtff4.Q | 1 |
| fbbc3.dtff1.Q | 1 |
| CLK_100Hz | 1 |
| fbbc1.dtff0.Q | 1 |
| fbbc3.dtff3.Q | 1 |
| fbbc2.dtff2.Q | 1 |
| fbbc0.dtff0.Q | 1 |
==> cell usage after synthesis (all sizes together) <==
library cell / n / area share
dfrtp: 2 / 0.072
inv: 21 / 0.11
nor4: 3 / 0.036
dfxtp: 3 / 0.086
nand4b: 2 / 0.025
nand2: 1 / 0.0054
dfrtn: 18 / 0.65
and3: 1 / 0.0090
a31oi: 1 / 0.0090
==> path summary, 6_finish.rpt <==
check | from | end | slack, ns | depth (start not counted)
worst max-delay path | CLK_100Hz | CLK_100Hz | 0.07 | 1
worst min-delay path | reset | fbbc0.dtff0.Q | 0.17 | 1
worst min register to register | reset | fbbc0.dtff0.Q | 0.17 | 1
max in group asynchronous | reset | fbbc0.dtff0.Q | 0.94 | 1
min in group clk0 | fbbc0.dtff0.Q | fbbc0.dtff0.Q | 0.43 | 1
worst max register to register | fbbc0.dtff0.Q | reset | 0.21 | 3
==> logic make-up (layout without fill, tap and decap cells) <==
group | count (synthesis) | after routing | synth area share
AND/OR/NAND/NOR | 7 | 7 | 0.0753
buffers and inverters | 21 | 28 | 0.113
flip-flops | 23 | 23 | 0.803
AND-OR/OR-AND | 1 | 1 | 0.00897
==> power groups by stage <==
stage | registers, mW | clock network [mW] | logic (mW)
5_1_grt | 0.126 | 0.300 | 0.0205
4_1_cts | 0.126 | 0.281 | 0.0182
6_report | 0.126 | 0.276 | 0.0171
==> per-layer routing <==
metal  GRT usage  vias to the layer above  part of all wire
li1            -                      162                 -
met1      0.0356                      165              0.51
met2      0.0402                        8              0.44
met3     0.00963                        0             0.045
met4     0.00150                        0                 0
met5           0                        -                 0
==> area by class of cell <==
| type | count | area (µm²) | share of cell area |
|---|---|---|---|
| Tap cell | 50 | 62.6 | 0.0751 |
| Timing Repair Buffer | 3 | 27.5 | 0.0330 |
| Clock buffer | 4 | 45.0 | 0.0541 |
| Sequential cell | 23 | 561 | 0.673 |
| Multi-Input combinational cell | 8 | 58.8 | 0.0706 |
| Inverter | 21 | 78.8 | 0.0946 |
Power figures rest on the tool's default switching activity, not on a simulated workload.
